## design/flow/config.mk

```make
export PLATFORM = sky130hd
export DESIGN_NAME = traffic_light_controller_4way
export DESIGN_NICKNAME = traffic_light_controller_4way
export VERILOG_FILES = /design/flow/design.v
export SDC_FILE = /design/flow/constraint.sdc
export NUM_CORES = 4
export LEC_CHECK = 1
export CORE_UTILIZATION = 30
```

## design/flow/design.v

```verilog
module traffic_light_controller_4way(
    input wire clk,
    input wire rst,
    output reg [2:0] north,
    output reg [2:0] south,
    output reg [2:0] east,
    output reg [2:0] west
);
    parameter NS_GREEN   = 3'd0;
    parameter NS_YELLOW  = 3'd1;
    parameter EW_GREEN   = 3'd2;
    parameter EW_YELLOW  = 3'd3;
    parameter ALL_RED    = 3'd4;
    reg [2:0] current_state, next_state, prev_state;
    reg [31:0] counter;
    parameter TIME_GREEN  = 5_000_000;
    parameter TIME_YELLOW = 2_000_000;
    parameter TIME_ALL_RED = 1_000_000;
    always @(posedge clk or posedge rst) begin
        if (rst) begin
            current_state <= NS_GREEN;
            prev_state <= NS_GREEN;
            counter <= 0;
        end else begin
            if (counter >= TIME_GREEN && (current_state == NS_GREEN || current_state == EW_GREEN)) begin
                counter <= 0;
                prev_state <= current_state;
                current_state <= (current_state == NS_GREEN) ? NS_YELLOW : EW_YELLOW;
            end else if (counter >= TIME_YELLOW && (current_state == NS_YELLOW || current_state == EW_YELLOW)) begin
                counter <= 0;
                prev_state <= current_state;
                current_state <= ALL_RED;
            end else if (counter >= TIME_ALL_RED && current_state == ALL_RED) begin
                counter <= 0;
                current_state <= (prev_state == NS_YELLOW) ? EW_GREEN : NS_GREEN;
            end else begin
                counter <= counter + 1;
            end
        end
    end
    always @(*) begin
        north = 3'b100; 
        south = 3'b100;
        east = 3'b100;
        west = 3'b100;
        case (current_state)
            NS_GREEN: begin north = 3'b001; south = 3'b001; end
            NS_YELLOW: begin north = 3'b010; south = 3'b010; end
            EW_GREEN: begin east = 3'b001; west = 3'b001; end
            EW_YELLOW: begin east = 3'b010; west = 3'b010; end
        endcase
    end
endmodule
```

## design/flow/constraint.sdc

```tcl
current_design traffic_light_controller_4way

set clk_period 3.5
set clk_io_pct 0.2

create_clock -name clk0 -period $clk_period [get_ports {clk}]

set non_clock_inputs [all_inputs -no_clocks]
set_input_delay [expr $clk_period * $clk_io_pct] -clock clk0 $non_clock_inputs
set_output_delay [expr $clk_period * $clk_io_pct] -clock clk0 [all_outputs]
```

## design/flow/run.sh

```bash
#!/bin/bash
# OpenROAD 26Q1-2900-gdf79404cd8, Yosys 0.63+post, stock flow scripts
make -C /OpenROAD-flow-scripts/flow DESIGN_CONFIG=/design/flow/config.mk WORK_HOME=/design/flow/orfs finish
```

==> flow_metrics.tcl <==
# metrics dict for downstream scripts
set metrics [dict create \
    result_of_the_run "completed" \
    antennaDiodeCount 0 \
    logic_area_um2 1070 \
    chip_area_um2 7480 \
    cp.arrival_ns 1.72 \
    timing.critical_path.slowest_cell_delay_ns 0.49 \
    power.sequential.fraction_pct 58.9 \
    fillerInstances 715 \
    holdBufCountCts 0 \
    post-cts-setup-buffers 0 \
    drv.max_cap_violation_count 0 \
    post_drt_via_cell_ratio 4.87 \
    worstPathMaxFanout 8 \
    place.detailed.instances 327 \
    synthCells 232 \
    async_reset_ff_share_pct 100 \
    clk_transition_reported_paths_ns 0.07 \
    route.detailed.wl_per_inst_um 12.3 \
    grt_start_max_net_pins 39 \
    design.portCount 14 \
    critPathLaunchType "flip-flop" \
    crit_path_drt_ns 2.80 \
    clock_insertion_delay_worst_skew_ns 0.29 \
    synth.yosys.num_cells 232 \
    core_area_um2 6830 \
    cts.sink_count 38 \
    post_cts_gate_resize_count 0 \
    hold_path_end "prev_state[2]" \
    syn2layout_area_growth_pct 12.3 \
    chipHeight_um 86.5 \
    grt_antenna_before_repair 0 \
    post_synth_num_cell_types 44 \
    yosys_warnings 1 \
    vdd_drop_max_mv 0.203 \
    tightestPinTransition_ns 0.706 \
    timing.fmax_ghz 0.413 \
    path_buffers 1 \
    rsz_0062_raised_after_global_routing "false" \
    crit_path_top_delay_cell "clkdlybuf4s50_1" \
    ys_seq_share_pct 44.4 \
    finalSetupViolations 0 \
    vias_in_the_first_global_route 1512 \
    end_of_the_worst_register_to_register_path "counter[31]" \
    cts_tree "built" \
    min_delay_path_depth 1 \
    grt_overflow 0 \
    rr_startpoint "counter[9]" \
    tritoncts.num_buffers 5 \
    power.density_nw_per_um2 310 \
    share_comb_of_total_power_pct 1.4 \
    clockPowerShare_pct 39.7 \
    min_period_ns 2.42 \
    endpoint_kind "output pin" \
    postRouteWirelength_um 4110 \
    number_of_flops_mapped_to_enable_cells_by_yosys 0 \
    timing.hold.worst.class "reg -> reg" \
    setup_tns_ns 0 \
    timing_hold_violations_final 0 \
    r2r_cells 5 \
    power.net_switching_uw 164 \
    topCellsByArea "dfrtp_1 (44%), xnor2_1 (7.0%), nor2_1 (6.5%)" \
    yosys-stat-area_um2 2140 \
    hpwl_um 2850 \
    drt_drc_violations_left 0 \
    floorplan.die.width_um 86.5 \
    final-max-slew-violation-count 0 \
    tally_of_openroad_warnings 27 \
    yosysTopAreaCell "dfrtp_1" \
    slew_headroom_pct 52.6 \
    worst-path-stages 3 \
    cpLargestDelayFamily "buffers and inverters" \
    switching_share_pct 22.0 \
    num_rows 30 \
    period_used_pct 69.2 \
    drt.antenna.violating_nets 0 \
    root_buffer "clkbuf_8" \
    post_synth_instance_area_um2 2140 \
    htreeDepth 2 \
    cp_cell_instances "or2_2, nor2_1, clkdlybuf4s50_1" \
    layout.cells.non_filler 335 \
    setup.worst_path.class "reg -> out" \
    vias 1631 \
    grt_pass1_wl_um 7200 \
    gpl.final_weighted_congestion 0.849 \
    clock_skew_ns 0.00881 \
    all_layer_gr_usage_pct 12.3 \
    initialDrtViolationCount 147 \
    fp-utilization_pct 31.3 \
    min_from "prev_state[2]" \
    ys_ff 38 \
    top_area_share_pct 44.4 \
    ys.flop_type "dfrtp_1" \
    clk_path_buf_depth 2 \
    fin_total_pwr_uw 745 \
    port_buffers 13 \
    syn-mean-instance-area_um2 9.23 \
    cellInternalPower_uw 581 \
    r2r_setup_slack_ns 1.15 \
    final_layout_size_suffix_gt1_share_pct 8.37 \
    leakage_uw 0.00100 \
    first_pass_iters 4 \
    layout.area.seq_um2 951 \
]
[per-stage QoR]
step,utilization [%],hold WS (ns),setup WS (ns),cell area [um2]
floorplan,-,0.455,1.53,2140
global placement,33.9,0.472,1.21,2320
detailed placement,33.9,0.472,1.17,2320
CTS,35.2,0.498,1.06,2400
global route,35.2,0.516,0.989,2400
finish,35.2,0.494,1.08,2400
[cell usage in the layout (no fill, tap or decap), types with 2 or more instances in the layout]
cell / instances
dfrtp_1: 38
clkdlybuf4s50_1: 13
nand2_1: 17
a311o_1: 2
nand3_1: 10
xor2_1: 9
nand3b_1: 2
buf_4: 2
nor3_1: 6
nor2_1: 37
inv_1: 7
clkbuf_8: 5
nand4_1: 6
and3_1: 8
or3_1: 3
o211ai_1: 3
o31a_1: 2
o21ai_0: 7
a21oi_1: 6
xnor2_1: 17
ha_1: 2
nor4_1: 12
and4_1: 4
[power by group through the flow]
stage                 clock, uW  combinational (uW)  sequential, uW
final                       296                10.4             439
after CTS                   306                11.2             439
after global routing        325                12.5             439
[routing by layer]
metal	share of wire [%]	global-route usage [%]	wire length [um]
met3	2.4	2.03	100
met1	52	20.3	2150
met2	45	18.0	1850
met4	0.46	1.06	19
met5	0	0	0
[cell usage after synthesis, types with 2 or more instances]
master and number:
nand3_1 10, o31a_1 2, and3_1 8, o21ai_0 7, nor2_1 37, a311o_1 2
xnor2_1 17, nand4_1 6, o211ai_1 3, xor2_1 9, dfrtp_1 38, nand2_1 17
nand3b_1 2, buf_2 3, clkbuf_1 3, nor3_1 6, a21oi_1 6, ha_1 2
clkbuf_2 2, or3_1 3, inv_1 7, and4_1 4, buf_4 6, nor4_1 12
[cells by family after synthesis]
| kind of cell | count (synthesis) | synth area share, % |
|---|---|---|
| flops | 38 | 44.4 |
| mux | 1 | 0.526 |
| fa+ha+maj | 2 | 1.17 |
| xor+xnor | 26 | 10.6 |
| simple gates | 117 | 29.2 |
| buf+inv | 23 | 6.19 |
| compound gates | 25 | 7.83 |
[registers in the layout (all words and copies together), names as in the netlist]
name,flops
counter,32
current_state,3
prev_state,3
[area by class of cell]
cell class,count,area share [%]
multi-input combinational,171,44.7
sequential,38,39.6
timing repair buffer,15,6.04
tap,96,5.00
clock buffer,6,3.02
inverter,7,1.09
clock inverter,2,0.573
[worst max path at each step]
stage / startpoint / to / slack [ns]
after CTS: current_state[2] / south[0] / 1.06
after global routing: current_state[2] / north[1] / 0.99
final: current_state[2] / south[0] / 1.08
